==> flow/design.v <==
module traffic_light (
    input  clk,
    input  rst,
    input  pass,
    output reg R,
    output reg G,
    output reg Y
);
parameter none = 2'h0;
parameter red  = 2'h1;
parameter yellow = 2'h2;
parameter green = 2'h3;
reg [14:0] count;
reg [1:0] state;
reg state_1;
initial begin
    count <= 0;
    state <= green;
    state_1 <= 1;
end
always @(posedge clk or posedge rst) begin
    if(rst) begin
        count = 0;
    end
    else if(count < 3071) begin
        if(pass & (~state_1)) begin
            count = 0;
        end
        else
            count = count + 1;
    end
    else 
        count = 0;
end
always @(posedge clk) begin
    if(count < 1024) begin
        state = green;
        state_1 = 1;
    end
    else if(count < 1152) begin
        state = none;
        state_1 = 0;
    end
    else if(count < 1280) begin
        state = green;
        state_1 = 0;
    end
    else if(count < 1408) begin
        state = none;
        state_1 = 0;
    end
    else if(count < 1536) begin
        state = green;
        state_1 = 0;
    end
    else if(count < 2048) begin
        state = yellow;
        state_1 = 0;
    end
    else if(count < 3072) begin
        state = red;
        state_1 = 0;
    end
end
always @(state) begin
    case(state)
        none: begin
            R = 0;
            G = 0;
            Y = 0;
            end
        red: begin
            R = 1;
            G = 0;
            Y = 0;
            end
        yellow: begin
            R = 0;
            G = 0;
            Y = 1;
            end
        green: begin
            R = 0;
            G = 1;
            Y = 0;
            end
    endcase
end
endmodule
==> flow/run.sh <==
#!/bin/bash
# OpenROAD 26Q1-2900-gdf79404cd8, Yosys 0.63+post, stock flow scripts
make -C /OpenROAD-flow-scripts/flow DESIGN_CONFIG=/design/flow/config.mk WORK_HOME=/design/flow/orfs finish
==> flow/config.mk <==
export PLATFORM = sky130hd
export DESIGN_NAME = traffic_light
export DESIGN_NICKNAME = traffic_light
export VERILOG_FILES = /design/flow/design.v
export SDC_FILE = /design/flow/constraint.sdc
export NUM_CORES = 4
export LEC_CHECK = 1
export CORE_AREA = 10 10 99 99
export DIE_AREA = 0 0 109 109
==> flow/constraint.sdc <==
current_design traffic_light

set clk_period 4.0
set clk_io_pct 0.2

create_clock -name clk0 -period $clk_period [get_ports {clk}]

set non_clock_inputs [all_inputs -no_clocks]
set_input_delay [expr $clk_period * $clk_io_pct] -clock clk0 $non_clock_inputs
set_output_delay [expr $clk_period * $clk_io_pct] -clock clk0 [all_outputs]
==> flow_summary.html <==
<!-- implementation run metrics -->
<table>
<tr><th>Metric</th><th>Value</th></tr>
<tr><th colspan="2">Worst setup path</th></tr>
<tr><td>Data required time at the worst endpoint</td><td>~3200 ps</td></tr>
<tr><td>Reg-to-Reg Start</td><td>count[0]$_DFF_PP0_</td></tr>
<tr><td>Number of cells on the worst reg-to-reg path</td><td>4</td></tr>
<tr><td>Critical path capture point type</td><td>output port</td></tr>
<tr><td>Reg-to-reg slack, setup</td><td>between 2000 and 2500 ps</td></tr>
<tr><td>Worst setup path category</td><td>register to output port</td></tr>
<tr><td>Data arrival time of the critical path</td><td>between 1000 and 1500 ps</td></tr>
<tr><td>Highest fanout seen on the critical path</td><td>4</td></tr>
<tr><td>Timing endpoint of the critical path</td><td>Y</td></tr>
<tr><td>Reg-to-reg critical path endpoint</td><td>count[8]$_DFF_PP0_</td></tr>
<tr><td>Launch point of the critical path</td><td>state[1]$_SDFFE_PN1P_</td></tr>
<tr><td>Critical Path Source Type</td><td>register</td></tr>
<tr><th colspan="2">Power</th></tr>
<tr><td>Reg power frac</td><td>53.2%</td></tr>
<tr><td>Reported leakage power</td><td>0.3835 nW</td></tr>
<tr><td>Power density of the placed cells</td><td>324.4 nW/um^2</td></tr>
<tr><td>Proportion of total power due to net switching</td><td>19.74%</td></tr>
<tr><td>Clock power share</td><td>40.8%</td></tr>
<tr><td>NetSw</td><td>0.07068 mW</td></tr>
<tr><td>Highest ir drop seen on vdd</td><td>0.1034 mV</td></tr>
<tr><td>Power Internal</td><td>0.2873 mW</td></tr>
<tr><td>Combinational share of power</td><td>5.9%</td></tr>
<tr><th colspan="2">STA</th></tr>
<tr><td>Share of the cycle needed by the critical path after routing</td><td>50.74%</td></tr>
<tr><td>Slew Limit Fails</td><td>0</td></tr>
<tr><td>Fin Clk Skew</td><td>1.449 ps</td></tr>
<tr><td>Final Hold Fails</td><td>0</td></tr>
<tr><td>Highest attainable clock frequency</td><td>492.7 MHz</td></tr>
<tr><td>Unrepaired setup endpoints after global routing</td><td>false</td></tr>
<tr><td>Final number of setup-violating endpoints</td><td>0</td></tr>
<tr><td>Final critical path time including I/O delays and setup</td><td>2029 ps</td></tr>
<tr><td>Worst rel slew slack</td><td>47.52%</td></tr>
<tr><td>Sum of negative setup slack</td><td>0 ps</td></tr>
<tr><td>Tightest Pin Transition</td><td>782.5 ps</td></tr>
<tr><th colspan="2">Synth</th></tr>
<tr><td>Number of cells in the yosys synthesis report</td><td>80</td></tr>
<tr><td>Post-Synth Simple-Gate Area</td><td>a little over a fifth</td></tr>
<tr><td>Count of warnings emitted by yosys</td><td>1</td></tr>
<tr><td>Dominant cell type by area after synthesis</td><td>sky130_fd_sc_hd__dfrtp_1</td></tr>
<tr><td>Top cells by area</td><td>sky130_fd_sc_hd__dfrtp_1 (43%), sky130_fd_sc_hd__dfxtp_1 (6.9%), sky130_fd_sc_hd__a221oi_1 (5.0%), sky130_fd_sc_hd__nand4_4 (4.9%), sky130_fd_sc_hd__a211oi_1 (3.4%)</td></tr>
<tr><td>Combined area of all synthesized cells</td><td>a little under 900 um^2</td></tr>
<tr><td>Post-synthesis share of cell area spent on and-or and or-and gates</td><td>approximately a fifth</td></tr>
<tr><td>Area share, top type</td><td>a little over two fifths</td></tr>
<tr><td>Dominant kind of combinational cell</td><td>simple AND/OR/NAND/NOR gates</td></tr>
<tr><td>Average instance area after synthesis</td><td>around 11 um^2</td></tr>
<tr><td>Xor-xnor portion of the synthesized cell area</td><td>3.017%</td></tr>
<tr><td>Registers, synthesis</td><td>18</td></tr>
<tr><td>Synthesized instance count</td><td>approximately 80</td></tr>
<tr><td>Post-synthesis share of cell area spent on full adders, half adders and majority gates</td><td>1.437%</td></tr>
<tr><td>Cell variety after synth</td><td>29</td></tr>
<tr><td>Seq/Total Area, Yosys</td><td>50.00%</td></tr>
<tr><td>Chip area estimate from yosys synthesis</td><td>roughly 870 um^2</td></tr>
<tr><td>Portion of netlist area occupied by mux cells</td><td>0%</td></tr>
<tr><th colspan="2">Clocking</th></tr>
<tr><td>Post_cts resized</td><td>0</td></tr>
<tr><td>Total CTS buffers</td><td>3</td></tr>
<tr><td>Post-CTS setup buffer count</td><td>0</td></tr>
<tr><td>H-tree Lvls</td><td>1</td></tr>
<tr><td>Number of sinks on the clock net</td><td>18</td></tr>
<tr><td>CTS Hold Bufs</td><td>0</td></tr>
<tr><td>Max Buffers Root-to-Sink</td><td>2</td></tr>
<tr><td>Source-to-sink clock delay at the later pin of the worst-skew pair</td><td>250 ps</td></tr>
<tr><td>Clock tree from TritonCTS</td><td>yes</td></tr>
<tr><td>Clock-pin transition on the worst setup and hold timing paths</td><td>roughly 70 ps</td></tr>
<tr><td>Clock tree root driver cell</td><td>sky130_fd_sc_hd__clkbuf_8</td></tr>
<tr><th colspan="2">Route</th></tr>
<tr><td>Ant. Diodes</td><td>0</td></tr>
<tr><td>Drt drc</td><td>0</td></tr>
<tr><td>Total number of vias</td><td>683</td></tr>
<tr><td>Initial detailed-routing violation count</td><td>8</td></tr>
<tr><td>Vias per inst</td><td>3.576</td></tr>
<tr><td>Number of nets with antenna violations after detailed routing</td><td>0</td></tr>
<tr><td>First-pass iteration count of the detailed router</td><td>4</td></tr>
<tr><td>Wirelength per Cell</td><td>approximately 8.7 um</td></tr>
<tr><td>Detailed-route wire length</td><td>1663 um</td></tr>
<tr><th colspan="2">Global routing</th></tr>
<tr><td>Overall routing resource usage</td><td>2.697%</td></tr>
<tr><td>Total gr overflow</td><td>0</td></tr>
<tr><td>Vias in the first global route</td><td>approximately 620</td></tr>
<tr><td>Number of antenna violations at the first check in global routing</td><td>0</td></tr>
<tr><td>Wire length of the first global-routing pass</td><td>2794 um</td></tr>
<tr><td>Maximum number of pins on one net before global-route repair</td><td>16</td></tr>
<tr><th colspan="2">Cells and area</th></tr>
<tr><td>Final-layout fill cell count</td><td>~850</td></tr>
<tr><td>Final instance area</td><td>1104 um^2</td></tr>
<tr><td>Flip-flop and latch area</td><td>435.4 um^2</td></tr>
<tr><td>Share of final-layout standard cells stronger than drive strength 1</td><td>11.24%</td></tr>
<tr><td>Layout overhead on the synthesized area</td><td>26.72%</td></tr>
<tr><td>Number of non-filler instances in the completed layout</td><td>191</td></tr>
<tr><td>Combined area of the multi-input logic cells</td><td>420.4 um^2</td></tr>
<tr><th colspan="2">Job</th></tr>
<tr><td>Number of warnings the tools reported</td><td>25</td></tr>
<tr><td># Max-Cap Violations</td><td>0</td></tr>
<tr><th colspan="2">Placement</th></tr>
<tr><td>DP Area</td><td>1049 um^2</td></tr>
<tr><td>HPWL Detailed</td><td>1177 um</td></tr>
<tr><td>Weighted congestion at the end of routability-driven global placement</td><td>0.7076</td></tr>
<tr><td>Port Buffers</td><td>5</td></tr>
<tr><td>Number of cells in the design after placement</td><td>187</td></tr>
<tr><th colspan="2">Floorplan</th></tr>
<tr><td>Chip area</td><td>about 12,000 um^2</td></tr>
<tr><td>Die Height</td><td>109 um</td></tr>
<tr><td>Floorplan-stage core utilization</td><td>a little under an eighth</td></tr>
<tr><td>Area of the core</td><td>7727 um^2</td></tr>
<tr><td>Die Span X</td><td>109 um</td></tr>
<tr><td>Row Count</td><td>32</td></tr>
<tr><td>Number of top-level design ports</td><td>6</td></tr>
<tr><th colspan="2">Status</th></tr>
<tr><td>Result of the run</td><td>complete, no violations</td></tr>
<tr><th colspan="2">Worst hold path</th></tr>
<tr><td>Worst hold path type</td><td>register to register</td></tr>
</table>
## routing by layer
metal	part of all wire [%]	track usage (%)	vias up
met3	4.3	0.1792	2
met1	48	3.873	340
met4	2.4	1.036	0
met5	0	0	-
li1	-	-	325
met2	46	4.156	16
## power groups by stage
stage                 logic [mW]  registers, mW  clock network (mW)
final                     0.0212          0.191               0.146
after global routing      0.0236          0.191               0.158
after CTS                 0.0220          0.191               0.150
## area by class of cell
type	count	share of cell area (%)
sequential	18	39.46
tap	102	11.56
clock buffer	4	4.989
inverter	4	1.361
timing repair buffer	5	4.535
multi-input combinational	58	38.10
## cell usage in the layout (no fill, tap or decap), types with 4 or more instances in the layout
cell type and count:
sky130_fd_sc_hd__nand2_1 5, sky130_fd_sc_hd__inv_1 4, sky130_fd_sc_hd__clkdlybuf4s50_1 5, sky130_fd_sc_hd__clkbuf_8 4, sky130_fd_sc_hd__a221oi_1 5, sky130_fd_sc_hd__o21ai_0 4, sky130_fd_sc_hd__dfrtp_1 15, sky130_fd_sc_hd__nand3_1 4
sky130_fd_sc_hd__a211oi_1 4
## through the flow
stage               hold WS, ps  utilization, %  worst slack [ps]  power [mW]
floorplan                 440.0               -              2463      0.2042
global placement          470.8           13.57              2046      0.2162
detailed placement        463.6           13.57              2019      0.2163
CTS                       479.6           14.28              1949      0.3627
global route              519.8           14.28              1909      0.3732
finish                    476.0           14.28              1971      0.3580
## how the worst min path moves through the flow
stage | startpoint | endpoint | cells past startpoint
after CTS | state_1$_SDFFE_PN1P_ | state_1$_SDFFE_PN1P_ | 1
after global routing | state_1$_SDFFE_PN1P_ | state_1$_SDFFE_PN1P_ | 1
final | state_1$_SDFFE_PN1P_ | state_1$_SDFFE_PN1P_ | 1
## flip-flops by register name, summed over array words and instances (netlist names)
signal   cells
count       15
state        2
state_1      1
## kinds of logic after synthesis
| group | after synthesis |
|---|---|
| XOR/XNOR | 3 |
| AND/OR/NAND/NOR | 27 |
| flip-flops | 18 |
| other | 1 |
| buffers and inverters | 6 |
| AND-OR/OR-AND | 24 |
| adder cells (fa/ha/maj) | 1 |
## critical path, stage by stage, from the launching register on
cell	delay, ps
sky130_fd_sc_hd__dfxtp_1	360
sky130_fd_sc_hd__nor2b_1	150
sky130_fd_sc_hd__clkdlybuf4s50_1	480
## cell usage after synthesis
| cell | n |
|---|---|
| sky130_fd_sc_hd__dfrtp_1 | 15 |
| sky130_fd_sc_hd__a221oi_1 | 5 |
| sky130_fd_sc_hd__nand2_1 | 5 |
| sky130_fd_sc_hd__a211oi_1 | 4 |
| sky130_fd_sc_hd__inv_1 | 4 |
| sky130_fd_sc_hd__nand3_1 | 4 |
| sky130_fd_sc_hd__o21ai_0 | 4 |
| sky130_fd_sc_hd__a21oi_1 | 3 |
| sky130_fd_sc_hd__dfxtp_1 | 3 |
| sky130_fd_sc_hd__nand2b_1 | 3 |
| sky130_fd_sc_hd__or3_1 | 3 |
| sky130_fd_sc_hd__or4_1 | 3 |
| sky130_fd_sc_hd__a22o_1 | 2 |
| sky130_fd_sc_hd__clkbuf_1 | 2 |
| sky130_fd_sc_hd__nand4_4 | 2 |
| sky130_fd_sc_hd__nor2b_1 | 2 |
| sky130_fd_sc_hd__o31ai_1 | 2 |
| sky130_fd_sc_hd__or3_2 | 2 |
| sky130_fd_sc_hd__xnor2_1 | 2 |
| sky130_fd_sc_hd__a221oi_2 | 1 |
| sky130_fd_sc_hd__a31oi_1 | 1 |
| sky130_fd_sc_hd__and2_1 | 1 |
| sky130_fd_sc_hd__conb_1 | 1 |
| sky130_fd_sc_hd__ha_1 | 1 |
| sky130_fd_sc_hd__nor3_1 | 1 |
| sky130_fd_sc_hd__nor4_1 | 1 |
| sky130_fd_sc_hd__o311ai_0 | 1 |
| sky130_fd_sc_hd__o31ai_2 | 1 |
| sky130_fd_sc_hd__xor2_1 | 1 |
Power is estimated from default activity; no workload was simulated.
